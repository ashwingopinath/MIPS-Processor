`/design/flow/config.mk`:
```
export PLATFORM = sky130hd
export DESIGN_NAME = Processor
export DESIGN_NICKNAME = Processor
export VERILOG_FILES = /design/flow/design.v
export SDC_FILE = /design/flow/constraint.sdc
export NUM_CORES = 4
export LEC_CHECK = 1
export CORE_UTILIZATION = 30
```
`/design/flow/constraint.sdc`:
```
current_design Processor

set clk_period 31.2
set clk_io_pct 0.2

create_clock -name clk0 -period $clk_period [get_ports {clk}]

set non_clock_inputs [all_inputs -no_clocks]
set_input_delay [expr $clk_period * $clk_io_pct] -clock clk0 $non_clock_inputs
set_output_delay [expr $clk_period * $clk_io_pct] -clock clk0 [all_outputs]
```
`/design/flow/design.v`:
```
`timescale 1ns / 1ps
module ALU(A,B,sign_ctrl,ALU_op,OUT,zero,overflow);
	input [31:0] A;
	input [31:0] B;
	input sign_ctrl;
	input [3:0] ALU_op;
	output reg [31:0] OUT;
	output reg zero;
	output reg overflow;
	always @(*)
		begin
			overflow = 1'b0;
			zero = 1'b0;
			case(ALU_op)
			4'b0000 : {overflow,OUT} = A+ B; 
			4'b0001 :
				begin
				OUT=A-B;
				if(!(OUT))
					zero=1'b1;
				end
			4'b0010 : OUT = A&B; 
			4'b0011 : OUT = A|B; 
			4'b0100 : OUT = A^B; 
			4'b0101 : OUT = ~(A&B);
			4'b0110 : OUT = ~(A|B);
			4'b0111 : OUT = ~(A^B);
			4'b1000 :
			begin
				OUT = $signed(A) <= $signed(B);
				if(OUT)
					zero=1'b1;
				end
			4'b1001 : OUT = B>>>A;
			4'b1010 : 
			begin
			if(sign_ctrl == 1'b1)
				OUT = $signed(A) < $signed(B);
			else
				OUT = A<B;
			end
			4'b1011 : 
			begin
			OUT = $signed(A) > $signed(B);
			if(OUT)
				zero=1'b1;
			end
			4'b1100 : OUT = (B<<A);
			4'b1101 : OUT = (B>>A);
			4'b1110 :
			begin
			if(A!==B)
				zero=1'b1;
			end
			default : OUT=32'bz;
			endcase
		end
endmodule
`timescale 1ns / 1ps
module Control_Unit(Instr,branch,jump,data_mem_wren,reg_mem_wren,mem_to_reg,ALU_op,rs,rt,rd,imm,
							alu_src,regdst,shamt,beq_off,target_addr
							,shift_ctrl,sign_ctrl,save_PC);
	input [31:0] Instr;
	output reg data_mem_wren;
   output reg reg_mem_wren;
	output reg mem_to_reg;
	output reg alu_src;
	output reg regdst;
	output reg [3:0] ALU_op;
   output reg [4:0] rs;
   output reg [4:0] rt;
	output reg [4:0] rd;
	output reg [31:0] imm;
	output reg branch;
	output reg jump;
	output reg [4:0] shamt;
   output reg [15:0] beq_off;
	output reg [25:0] target_addr;
	output reg shift_ctrl;
	output reg sign_ctrl;
	output reg save_PC;
	always @(Instr)
		begin
			data_mem_wren=1'b0;
			reg_mem_wren=1'b0;
			mem_to_reg=1'bz;
			alu_src=1'bz;
			regdst=1'bz;
			rs=5'd0;
			rt=5'd0;
			rd=5'd0;
			imm=32'd0;
			ALU_op=4'd15;
			branch=1'b0;
			jump=1'b0;
			shamt=5'd0;
			beq_off=16'd0;
			target_addr=26'd0;
			shift_ctrl = 1'b0;
			sign_ctrl =1'b0;
			save_PC = 1'b0;
		if(Instr[31:26] == 6'b000000) 
			begin
				alu_src=1'b0;
				data_mem_wren=1'b0;
				reg_mem_wren=1'b1;
				mem_to_reg=1'b0;
				regdst=1'b1;
				if(Instr[5:0]==6'b100000) 
					begin
						ALU_op=4'b0000;
						rs=Instr[25:21];
						rt=Instr[20:16];
					end
				if(Instr[5:0]==6'b100010) 
					begin
						ALU_op=4'b0001;
						rs=Instr[25:21];
						rt=Instr[20:16];
					end
				if(Instr[5:0]==6'b101010) 
					begin
						ALU_op=4'b1010;
						rs=Instr[25:21];
						rt=Instr[20:16];
						sign_ctrl =1'b1;
					end
				if(Instr[5:0]==6'b101010) 
					begin
						ALU_op=4'b1010;
						rs=Instr[25:21];
						rt=Instr[20:16];
					end
				if(Instr[5:0]==6'b100100) 
					begin
						ALU_op=4'b0010;
						rs=Instr[25:21];
						rt=Instr[20:16];
					end
				if(Instr[5:0]==6'b100101) 
					begin
						ALU_op=4'b0011;
						rs=Instr[25:21];
						rt=Instr[20:16];
					end
				if(Instr[5:0] == 6'b100111) 
					begin
						ALU_op=0110;
						rs=Instr[25:21];
						rt=Instr[20:16];
					end
				if(Instr[5:0] == 6'b100110) 
					begin
						ALU_op=4'b0100;
						rs=Instr[25:21];
						rt=Instr[20:16];
					end
				if(Instr[5:0] == 6'b000000) 
					begin
						ALU_op=4'b1100;
						rs=5'd0;
						rt=Instr[20:16];
						shamt=Instr[10:6];
						shift_ctrl=1'b1;
					end
				if(Instr[5:0] == 6'b000100) 
					begin
						ALU_op=4'b1100;
						rt=Instr[20:16];
						rs=Instr[25:21];
					end
				if(Instr[5:0] == 6'b000011) 
					begin
						ALU_op=4'b1001;
						rs=5'd0;
						rt=Instr[20:16];
						shamt=Instr[10:6];
						shift_ctrl=1'b1;
					end
				if(Instr[5:0] == 6'b000111) 
					begin
						ALU_op=4'b1001;
						rs=Instr[25:21];
						rt=Instr[20:16];
					end
				if(Instr[5:0] == 6'b000010) 
					begin
						ALU_op=4'b1101;
						rs=5'd0;
						shift_ctrl=1'b1;
						rt=Instr[20:16];
						shamt=Instr[10:6];
					end
				if(Instr[5:0] == 6'b000110) 
					begin
						ALU_op=4'b1000;
						rt=Instr[20:16];
						rs=Instr[25:21];
					end
					rd=Instr[15:11];
				end
				else if(Instr[31:26]==6'b001000) 
					begin
						regdst=1'b0;
						ALU_op=4'b0000;
						rs=Instr[25:21];
						imm={{16{Instr[15]}},Instr[15:0]};
						rt=Instr[20:16];
						alu_src=1'b1;
						data_mem_wren=1'b0;
						reg_mem_wren=1'b1;
						mem_to_reg=1'b0;
					end
				else if(Instr[31:26]==6'b001100) 
					begin
						regdst=1'b0;
						ALU_op=4'b0010;
						rs=Instr[25:21];
						imm={{16{1'b0}},Instr[15:0]};
						rt=Instr[20:16];
						alu_src=1'b1;
						data_mem_wren=1'b0;
						reg_mem_wren=1'b1;
						mem_to_reg=1'b0;
					end
				else if(Instr[31:26]==6'b001010) 
					begin
						regdst=1'b0;
						ALU_op=4'b1010;
						rs=Instr[25:21];
						imm={{16{Instr[15]}},Instr[15:0]};
						rt=Instr[20:16];
						alu_src=1'b1;
						data_mem_wren=1'b0;
						reg_mem_wren=1'b1;
						mem_to_reg=1'b0;
						sign_ctrl=1'b1;
					end
				else if(Instr[31:26]==6'b001011) 
					begin
						regdst=1'b0;
						ALU_op=4'b1010;
						rs=Instr[25:21];
						imm={{16{Instr[15]}},Instr[15:0]};
						rt=Instr[20:16];
						alu_src=1'b1;
						data_mem_wren=1'b0;
						reg_mem_wren=1'b1;
						mem_to_reg=1'b0;
					end
				else if(Instr[31:26]==6'b001101) 
					begin
						regdst=1'b0;
						ALU_op=4'b0011;
						rs=Instr[25:21];
						imm={{16{1'b0}},Instr[15:0]};
						rt=Instr[20:16];
						alu_src=1'b1;
						data_mem_wren=1'b0;
						reg_mem_wren=1'b1;
						mem_to_reg=1'b0;
					end
				else if(Instr[31:26]==6'b001101) 
					begin
						regdst=1'b0;
						ALU_op=4'b0100;
						rs=Instr[25:21];
						imm={{16{1'b0}},Instr[15:0]};
						rt=Instr[20:16];
						alu_src=1'b1;
						data_mem_wren=1'b0;
						reg_mem_wren=1'b1;
						mem_to_reg=1'b0;
					end
				else if(Instr[31:26] == 6'b000111) 
					begin
						rs=Instr[25:21];
						rt=Instr[20:16];
						branch=1'b1;
						beq_off[15:0]=Instr[15:0];
						ALU_op=4'b1011;
						alu_src = 1'b0;
					end
				else if(Instr[31:26] == 6'b000110) 
					begin
						rs=Instr[25:21];
						rt=Instr[20:16];
						branch=1'b1;
						beq_off[15:0]=Instr[15:0];
						ALU_op=4'b1000;
						alu_src = 1'b0;
					end
				else if(Instr[31:26] == 6'b000101) 
					begin
						rs=Instr[25:21];
						rt=Instr[20:16];
						branch=1'b1;
						beq_off[15:0]=Instr[15:0];
						ALU_op=4'b1110;
						alu_src = 1'b0;
					end
				else if(Instr[31:26]==6'b100011) 
					begin
						regdst=1'b0;
						ALU_op=4'b0000;
						rs=Instr[25:21];
						imm={{16{Instr[15]}},Instr[15:0]};
						rt=Instr[20:16];
						alu_src=1'b1;
						data_mem_wren=1'b0;
						reg_mem_wren=1'b1;
						mem_to_reg=1'b1;
					end
				else if(Instr[31:26]==6'b101011) 
					begin
						regdst=1'bz;
						ALU_op=4'b0000;
						rs=Instr[25:21];
						imm={{16{Instr[15]}},Instr[15:0]};
						rt=Instr[20:16];
						alu_src=1'b1;
						data_mem_wren=1'b1;
						reg_mem_wren=1'b0;
						mem_to_reg=1'bz;
					end
				else if(Instr[31:26]==6'b000100) 
					begin
						rs=Instr[25:21];
						rt=Instr[20:16];
						branch=1'b1;
						beq_off[15:0]=Instr[15:0];
						ALU_op=4'b0001;
						alu_src = 1'b0;
					end
				else if(Instr[31:26]==6'b000010) 
					begin
						jump=1'b1;
						target_addr[25:0] = Instr[25:0];
					end
				else if(Instr[31:26] == 6'b000011)
					begin
						save_PC=1'b1;
						jump=1'b1;
						target_addr[25:0]=Instr[25:0];
					end
			end
endmodule
`timescale 1ns / 1ps
module Processor(clk,instr,reg_check,data_mem_check,PC,beq_offset,branch);
	input clk;
	output [31:0] instr;
	output reg [31:0] reg_check;
	output reg [31:0] data_mem_check;
	 wire [31:0] Rc;
	output reg [31:0] PC;
	output wire [15:0] beq_offset;
	 wire zero;
	output wire branch;
	reg [7:0] instr_mem [0:127];
	reg [31:0] data_memory [0:31];
	reg [31:0] reg_memory [0:31];
	reg [31:0] pipeline_reg;
	initial begin
instr_mem[0] = 8'b00100000;
instr_mem[1] = 8'b00010000;
instr_mem[2] = 8'b00000000;
instr_mem[3] = 8'b00000000;
instr_mem[4] = 8'b00100000;
instr_mem[5] = 8'b00010000;
instr_mem[6] = 8'b01000001;    
instr_mem[7] = 8'b00000000;
instr_mem[8] = 8'b11111111;
instr_mem[9] = 8'b11111111;
instr_mem[10] = 8'b00100001;
instr_mem[11] = 8'b00100000;
instr_mem[12] = 8'b00000011;
instr_mem[13] = 8'b00000000;
instr_mem[14] = 8'b00100000;
instr_mem[15] = 8'b00010000;
instr_mem[16] = 8'b00100000;
instr_mem[17] = 8'b00000000;
instr_mem[18] = 8'b00000000;
instr_mem[19] = 8'b00000000;
instr_mem[20] = 8'b00000001;
instr_mem[21] = 8'b00000000;
instr_mem[22] = 8'b00000000;    
instr_mem[23] = 8'b00001000;
instr_mem[24] = 8'b00100000;
instr_mem[25] = 8'b00000000;
instr_mem[26] = 8'b00000000;
instr_mem[27] = 8'b00000000;    
	instr_mem[28] = 8'b00000000;
	instr_mem[29] = 8'b00000000;
	instr_mem[30] = 8'b01000010;
	instr_mem[31] = 8'b10101100;
	reg_memory[0] = 0;
	reg_memory[1] = 10;
	reg_memory[2] = 0;
	reg_memory[3] = 3;
	reg_memory[4] = 4;
	reg_memory[5] = 5;
	data_memory[0] = 0;
	data_memory[1] = 10;
	data_memory[2] = 20;
	data_memory[3] = 30;
	data_memory[4] = 40;
	pipeline_reg = 32'bx;
	PC = 32'b0;
	end
	wire [29:0] PC_add,PC_jump;
	reg [29:0] PC_1,PC_2;
	wire  jump;
	wire [25:0] target_addr;
	assign PC_jump = {PC[31:28],target_addr[25:0]};
	assign PC_add = PC[31:2] + 30'd1;
	always @(PC_add or branch or zero)
	begin
	if(branch == 1'b1 & zero == 1'b1)
	begin
	PC_1 = PC_add + {{14{beq_offset[15]}},beq_offset[15:0]}-30'd1;
	end
	else
	begin
	PC_1 = PC_add;
	end
	end
	always @(PC_jump or PC_1 or jump)
	begin
	if(jump==1'b1)
	begin
	PC_2=PC_jump;
	end
	else
	begin
	PC_2=PC_1;
	end
	end
	always @(negedge clk)
	begin
	pipeline_reg<={instr_mem[PC+3],instr_mem[PC+2],instr_mem[PC+1],instr_mem[PC]};
	PC [31:0] <={PC_2,{2{1'b0}}};
	end
	assign instr = pipeline_reg;
	wire reg_mem_wren;
	wire data_mem_wren;
	wire mem_to_reg;
	wire [3:0] ALU_op;
	wire [4:0] rs,rt,rd;
	wire [31:0] imm;
	wire alu_src,regdst;
	wire [4:0] shift;
	wire shift_ctrl;
	wire sign_ctrl;
	wire overflow;
	wire [31:0] Rx;
	reg [31:0] Ra,Rb;
	reg [4:0] Rp;
	reg [31:0] Rm;
	wire [31:0] temp_Ra;
	wire [31:0] temp_Rb;
	wire save_PC;
	Control_Unit C1(instr,branch,jump,data_mem_wren,reg_mem_wren,
	mem_to_reg,ALU_op,rs,rt,rd,imm,
	alu_src,regdst,shift,beq_offset,target_addr,shift_ctrl,sign_ctrl,save_PC);
	assign temp_Ra = reg_memory[rs];
	assign temp_Rb = reg_memory[rt];
	always @(temp_Rb or imm or alu_src)
		begin
			Rb = 32'bz;
			if(alu_src)
				begin
					Rb = imm;
				end
			else if(alu_src==1'b0)
				Rb = temp_Rb;
			end
	always@(shift or shift_ctrl or temp_Ra)
		begin
			if(shift_ctrl==1'b1)
				begin
					Ra[31:5] = 27'd0;
					Ra[4:0] = shift;
				end
			else
				begin
					Ra = temp_Ra;
				end
			end
	ALU A1(Ra,Rb,shift,ALU_op,Rc,zero,overflow);
	assign Rx = data_memory[Rc];
	always @(mem_to_reg or Rx or Rc)
		begin
			Rm=32'dz;
			if(mem_to_reg)
				Rm=Rx;
			else
				Rm=Rc;
		end
	always @(regdst or rt or rd)
		begin
			Rp=5'dz;
			if(regdst)
				Rp =rd;
			else
				Rp=rt;
		end
	always@(negedge clk)
		begin
			if((reg_mem_wren==1'b1)&((overflow==1'b0 | alu_src==1'b1)))
				begin
					reg_memory[Rp] <= Rm;
					reg_check <= Rm;
				end
			else if(jump==1'b1 && save_PC==1'b1)
				begin
					reg_memory[31] <= PC+8;
					reg_check <= PC+8;
				end
			if(data_mem_wren==1'b1)
				begin
					data_memory[Rc] <= temp_Rb;
					data_mem_check <= temp_Rb;
				end
		end 
endmodule
```
`/design/flow/run.sh`:
```
#!/bin/bash
# OpenROAD 26Q1-2900-gdf79404cd8, Yosys 0.63+post, stock flow scripts
make -C /OpenROAD-flow-scripts/flow DESIGN_CONFIG=/design/flow/config.mk WORK_HOME=/design/flow/orfs finish
```
==> reports/metrics.yaml <==
floorplan:
  ioPinCount: 146
  rows: 163
  core_um2: 198000
  chip_area_um2: 201000
  die_h_um: 449
  die_width_um: 449
  core_util_floorplan_pct: 30.3
clock_network:
  clockBufferDepth: 3
  clk_latency_ns: 0.76
  htree_levels: 4
  hold_buffers: 0
  cts_root_buf: "clkbuf_16"
  post_cts_buffers: 0
  clk_pin_slew_worst_paths_ns: 0.04
  cts_buffers: 141
  cts.repair.resized: 0
  cts_tree: "built"
final_timing:
  rsz0062_at_grt: "no"
  setup_tns_ns: 0
  clock_skew_ns: 0.0355
  untimed_endpoints: 32
  unclocked_pins: 32
  finalHoldViolations: 0
  hold_slack_ns: 0.617
  final_max_slew_viol_count: 0
  finalSetupViolCount: 0
  max_slew_margin_pct: 35.0
  worstMarginPinSlew_ns: 0.964
  timing.final.ws_setup_ns: 6.25
logic_synthesis:
  postSynth.asyncResetShare_pct: 0
  flop_cell: "edfxtp_1"
  synth_area_um2: 59800
  avgSynthCellArea_um2: 14.4
  synth_warnings: 13
  ys_cells: 4161
  yosysChipArea_um2: 59800
  ys_ff: 1289
  edf_count: 1220
  ys_types: 98
  syn_inst: 4161
finish:
  top_regs: "data_memory: 1024 flops, reg_memory: 128 flops"
  final_util_pct: 38.0
  area_growth_pct: 25.7
  top_register: "data_memory"
  layout_top_cells: "inv_1 (1444), edfxtp_1 (1220), nand2_1 (317)"
  layout-drive-gt1-share_pct: 14.3
  final_cells: 8384
  lay_top_count: "inv_1"
  largest_reg_flops: 1024
global_route:
  antenna_found_initial: 2
  grtUsageMet3_pct: 15.1
  grt_max_degree: 96
  use_met1_pct: 22.3
  met2_usage_pct: 27.9
  grt_pass1_wl_mm: 276
  grt.overflow.total: 0
  grt_pass1_vias: 45200
  top_usage_layer: "met2"
  track_usage_pct: 19.6
drt:
  dr.pass1.iters: 8
  vias_per_cell: 4.99
  wl_per_cell_um: 22.4
  drt-initial-drc-count: 2774
  drc: 0
  postRouteAntennaNets: 0
  antenna_cells: 0
  drt_wl_total_mm: 188
  vias: 41800
critical_path:
  start_kind: "register"
  endpoint_kind: "output pin"
  required_ns: 24.96
  reg2reg_setup_slack_ns: 17.19
  crit_fanout: 27
  criticalPathCategory: "register to output pin"
  cp.arrival_ns: 18.71
place:
  io_buffer_count: 136
  post-place-ws_ns: 7.05
  dp.cells: 6872
  dp_hpwl_mm: 119
  place_congestion: 0.939
status:
  run_status: "complete, no violations"
pwr:
  powerDensity_nw_per_um2: 56.3
  max-vdd-ir-drop_v: 0.0000674
  p_leak_uw: 0.0315
flow_run:
  warnings: 1113
  cap_violations: 0
worst_hold_path:
  hp-class: "register to register"
-- through the flow --
stage,cell area [um^2],power [uW]
floorplan,60000,2100
global placement,65400,2100
finish,75200,4230
CTS,75200,4310
detailed placement,65400,2100
global route,75200,4500
-- synthesized netlist by cell type, drive strengths merged, types with 45 or more instances --
| cell | instances | area [um^2] |
|---|---|---|
| a221oi | 46 | 403 |
| a31oi | 45 | 288 |
| inv | 171 | 642 |
| mux2i | 118 | 1180 |
| mux4 | 267 | 6010 |
| clkbuf | 164 | 616 |
| o21ai | 148 | 741 |
| edfxtp | 1220 | 36600 |
| a211oi | 45 | 343 |
| buf | 113 | 623 |
| a21oi | 247 | 1240 |
| ha | 152 | 1900 |
| nor2 | 281 | 1050 |
| xor2 | 51 | 447 |
| xnor2 | 68 | 596 |
| nand2 | 317 | 1190 |
| nand3 | 65 | 325 |
-- path summary, 6_finish.rpt --
check / startpoint / depth (start not counted) / to
hold reg to reg: PC[4]$_DFF_N_ / 1 / pipeline_reg[16]$_SDFF_NP0_
setup / recovery: pipeline_reg[28]$_SDFF_NP0_ / 6 / beq_offset[4]
hold / removal: PC[4]$_DFF_N_ / 1 / pipeline_reg[16]$_SDFF_NP0_
setup reg to reg: pipeline_reg[27]$_SDFF_NN0_ / 36 / reg_check[21]$_DFFE_NP_
-- critical path: stages (launching register included) --
cell and delay, ns:
dfxtp_1 0.77, nand2b_1 0.23, nor2_1 0.18, nand2_1 0.09, buf_4 0.25, inv_1 0.28
clkdlybuf4s50_1 0.54
-- layer usage --
layer  vias to the layer above  share of wire (%)
met1                     20100                 36
met4                         6                3.1
met5                         -              0.076
li1                      19000                  -
met3                       289                 15
met2                      2392                 46
-- power by group --
part           internal [uW]  switching (uW)
clock                   1310            1090
sequential              1840               0
combinational              0           0.370
-- layout make-up --
class	instances	area, um^2
clock inverters	1370	6190
clock buffers	143	3580
flip-flops and latches	1289	37900
multi-input cells	2460	20900
fillers	18100	122000
well taps	2640	3300
repair buffers	309	2720
inverters	173	651
-- logic make-up (layout without fill, tap and decap cells) --
logic type | count (synthesis) | in the layout | share of synthesized area, %
DFF | 1257 | 1257 | 62.5
and+or+nand+nor | 924 | 924 | 7.12
AOI/OAI and AO/OA | 806 | 806 | 8.80
buffers and inverters | 451 | 1995 | 3.16
muxes | 415 | 415 | 12.6
adders and majority gates | 155 | 155 | 3.28
xor gates and xnor gates | 119 | 119 | 1.74
latches | 32 | 32 | 0.803
other | 2 | 41 | 0.0126
Power figures rest on the tool's default switching activity, not on a simulated workload.
